`flow/design.v`:
```
module BCD2Seg(BCD, seg);
  input[3:0] BCD;
  output logic[6:0] seg;
  always @(BCD)
    case(BCD)
      4'b0000: seg = 7'b1000000;
      4'b0001: seg = 7'b1111001;
	   4'b0010: seg = 7'b0100100;
	   4'b0011: seg = 7'b0110000;
	   4'b0100: seg = 7'b0011001;
	   4'b0101: seg = 7'b0010010;
	   4'b0110: seg = 7'b0000010;
	   4'b0111: seg = 7'b1111000;
	   4'b1000: seg = 7'b0000000;
	   4'b1001: seg = 7'b0010000;
      default: seg = 7'b1111111;
    endcase
endmodule
```
`flow/run.sh`:
```
#!/bin/bash
# OpenROAD 26Q1-2900-gdf79404cd8, Yosys 0.63+post, stock flow scripts
make -C /OpenROAD-flow-scripts/flow DESIGN_CONFIG=/design/flow/config.mk WORK_HOME=/design/flow/orfs finish
```
`flow/config.mk`:
```
export PLATFORM = sky130hd
export DESIGN_NAME = BCD2Seg
export DESIGN_NICKNAME = BCD2Seg
export VERILOG_FILES = /design/flow/design.v
export SDC_FILE = /design/flow/constraint.sdc
export NUM_CORES = 4
export LEC_CHECK = 1
export CORE_AREA = 10 10 70 70
export DIE_AREA = 0 0 80 80
```
`flow/constraint.sdc`:
```
current_design BCD2Seg

set clk_period 1.2
set clk_io_pct 0.2

create_clock -name clk0 -period $clk_period

set non_clock_inputs [all_inputs -no_clocks]
set_input_delay [expr $clk_period * $clk_io_pct] -clock clk0 $non_clock_inputs
set_output_delay [expr $clk_period * $clk_io_pct] -clock clk0 [all_outputs]
```
==> run summary <==
Summary of the current implementation state.

- The run finished, with violations left.
- The checks that failed: negative setup slack.
- The post-detailed-route count of antenna-violating nets is 0, for reference.
- Logged for this run, the post-placement worst setup slack is -0.9350 ns.
- The design internal power is 75.13 uW, for reference.
- For this design, Yosys synthesis ends with a cell count of 33.
- RePlAce ended its routability-driven mode at a weighted congestion of 0.7371.
- The number of cells produced by synthesis is 33, for reference.
- The yosys-reported design area after synthesis is 210.2 sq um, for reference.
- In the finished design, the share of the clock period the worst path needs comes to 1.153.
- The report puts the hold buffer count at CTS at 0.
- The max-slew violation count is 0, for reference.
- Setup repair after global routing could not meet its margin everywhere.
- Of the total power, the clock network draws 0.
- The leakage power in the latest report is slightly below 0.2 nW.
- Derived from the worst setup path, the maximum achievable clock frequency is 722.5 MHz.
- The number of standard cells in the final layout excluding fillers is 98, for reference.
- The via count normalized by instance count is 2.694, for reference.
- The worst IR drop on VDD is around 0.042 mV, for reference.
- The wire length per cell after detailed routing is 7.388 um, for reference.
- The category of the worst setup path launch point is a primary input, for reference.
- The area share of the leading cell type in the synthesized netlist is 0.2976, for reference.
- The iteration tally of the first detailed-router pass is 3, for reference.
- The last timing report of the flow puts the setup violation total at 7.
- The die width is 80 um, for reference.
- Per the detail_route report, the via count comes to ~260.
- Among the non-sequential cells, simple AND/OR/NAND/NOR gates take the most area.
- Headroom to the max-slew limit came out at 0.8391.
- The area fraction in and, or, nand and nor cells is 0.3095, for reference.
- The share of total power dissipated in sequential elements is 0.
- The mapped netlist covers between 200 and 250 sq um.
- Wires add up to 724 um.
- The fraction of layout cells with a size suffix above 1 is 0.5962, for reference.
- There are 0 flip-flops and latches.
- A synthesized cell averages roughly 6.4 sq um.
- The cell area after placement is 391.6 sq um, for reference.
- The pin closest to its max-slew limit shows a slew of 0.2414 ns.
- The number of global-route vias before repair was 246.
- For this design the top-level I/O count stands at 11.
- The half-perimeter wire length of the detailed placement result is between 500 and 600 um, for reference.
- The global routing stage identified its most utilized layer as met2.
- The final layout reports a setup TNS of -0.7362 ns.
- The number of rows created at floorplan is 21, for reference.
- The number of filler instances in the final layout is 394, for reference.
- The final timing report derives a shortest allowable period of 1.384 ns.
- The number of antenna violations at the first check in global routing is 0, for reference.
- The largest driver fanout on the critical path is 2, for reference.
- The layout report lists the combined flip-flop and latch area as 0 sq um.
- The max-cap violation count is 0, for reference.
- Entering global routing, the biggest net connects 11 pins.
- The flow reported a cell area power density of between 200 and 300 nW/um^2.
- The die covers 6400 sq um.
- The sum of overflow across all layers after global routing is 0, for reference.
- The total number of warnings across the stage logs is 38, for reference.
- The biggest area consumer among synthesized cells is sky130_fd_sc_hd__ha_1, for reference.
- The warning tally printed by Yosys for this design is 1.
- The worst min-delay path class is primary input to primary output, for reference.
- The nature of the critical path endpoint is a primary output, for reference.
- The class of the most critical setup path is primary input to primary output, for reference.
- In this run, the synthesized area fraction spent on AND-OR/OR-AND gates is recorded as 0.2619.
- The cell-mix breakdown from Yosys lists the adder-cell area share as 0.2976.
- The switching power as a share of total power is 0.4226, for reference.
- The clock buffers instantiated in the layout total 0.
- The area growth from synthesis to final layout is 119.0%, for reference.
- The number of inserted diodes is 0, for reference.
- With fillers left out, the area of the finished cells amounts to approximately 460 sq um.
- The endpoint arrival time on the critical path is 1.14 ns, for reference.
- Synthesis instantiated 13 different standard cells from the library.
- In the global route stage, overall resource usage came out at 0.02147.
- The first global-routing pass estimated roughly 1.2 mm of wire.
- The number of cells traversed by the worst hold path is 4, for reference.
- The met1 track demand over resource is 0.02703, for reference.
- Sorting the synthesized cells by area gives the leading types as sky130_fd_sc_hd__ha_1, sky130_fd_sc_hd__o21ai_0, sky130_fd_sc_hd__nand2b_1, sky130_fd_sc_hd__nor2_1, sky130_fd_sc_hd__buf_6.
- The cell count after placement is between 90 and 100, for reference.
- On met3, the global router reports a usage of 0.004545.
- The multiplexer fraction of the synthesized cell area is 0, for reference.
- The finished layout reports a core utilization of 0.1348.
- The synthesized-area fraction occupied by xor and xnor cells is 0, for reference.
- The worst setup slack after layout is -0.1840 ns, for reference.
- The number of violations reported at the end of detailed-routing iteration 0 is 11, for reference.
- The y dimension of the die is 80 um, for reference.
- met2 track demand over resource after global routing is 0.03852.
- Input and output buffers added on the ports amount to 11.
- The core utilization before placement is 0.06154, for reference.
- The share of power burned in combinational logic is 1.000, for reference.
- The DRC violation count after routing is 0, for reference.
- The OpenROAD report gives the critical path a required time of 0.96 ns.
- In this run the power spent charging and discharging nets is 54.98 uW.
- The register share after synthesis is 0, for reference.
- The final hold violation count recorded for this run is 0.
- The core region is 3416 sq um.
## stage by stage
stage               hold slack (ns)  power, mW
global placement              1.647     0.1173
detailed placement            1.623     0.1171
CTS                          0.8756     0.1109
finish                       0.8671     0.1301
floorplan                    0.5684    0.04323
global route                 0.8989     0.1479
## power groups by stage
stage         registers [mW]  logic, mW  clock network [mW]
CTS                        0      0.111                   0
global route               0      0.148                   0
finish                     0      0.130                   0
## layer usage
layer | up-vias | part of all wire | wire [um]
met5 | - | 0 | 0
met2 | 6 | 0.46 | 335
met4 | 0 | 0 | 0
met1 | 112 | 0.47 | 337
li1 | 146 | - | -
met3 | 0 | 0.070 | 51
## timing repair
action                     4_1_cts  5_1_grt
setup buffers                    2        4
pin swaps                        8        8
resized                         50        9
cloned                           0        0
setup endpoints to repair        7        6
## final timing paths
check | startpoint | endpoint | slack [ns]
min | BCD[3] | seg[2] | 0.87
max | BCD[1] | seg[3] | -0.18
## worst max-delay path, cell delays in order
cell	delay, ns
sky130_fd_sc_hd__buf_8	0.08
sky130_fd_sc_hd__inv_6	0.03
sky130_fd_sc_hd__ha_4	0.13
sky130_fd_sc_hd__or2_1	0.21
sky130_fd_sc_hd__a21oi_2	0.16
sky130_fd_sc_hd__buf_4	0.13
sky130_fd_sc_hd__a31oi_2	0.03
sky130_fd_sc_hd__buf_2	0.13
## final cells by class
type / instances / area, sq um / share of cell area
timing repair buffer: 21 / 167.7 / 0.3641
multi-input combinational: 28 / 216.5 / 0.4701
tap: 46 / 57.56 / 0.1250
inverter: 3 / 18.77 / 0.04076
## cell usage after synthesis (all sizes together)
master and number:
nand2b 4, nor2 5, a21oi 3, buf 2, or2 1, a31oi 1, ha 5, inv 3
o21ai 6, nand2 2, or2b 1
## kinds of logic after synthesis
group / count (synthesis)
buffers and inverters: 5
AOI/OAI and AO/OA: 10
and+or+nand+nor: 13
adders and majority gates: 5
## placed cells by master, fill, tap and decap left out, drive strengths merged
cell           instances
buf                   20
o21ai                  6
nor2                   5
ha                     5
nand2b                 4
a21oi                  3
inv                    3
nand2                  2
or2b                   1
or2                    1
a31oi                  1
clkdlybuf4s15          1
Power is estimated from default activity; no workload was simulated.
