**/design/flow/config.mk**
```make
export PLATFORM = sky130hd
export DESIGN_NAME = divfreq1000HZ
export DESIGN_NICKNAME = divfreq1000HZ
export VERILOG_FILES = /design/flow/design.v
export SDC_FILE = /design/flow/constraint.sdc
export NUM_CORES = 4
export LEC_CHECK = 1
export CORE_UTILIZATION = 30
```
**/design/flow/constraint.sdc**
```tcl
current_design divfreq1000HZ

set clk_period 5.1
set clk_io_pct 0.2

create_clock -name clk0 -period $clk_period [get_ports {CLK}]

set non_clock_inputs [all_inputs -no_clocks]
set_input_delay [expr $clk_period * $clk_io_pct] -clock clk0 $non_clock_inputs
set_output_delay [expr $clk_period * $clk_io_pct] -clock clk0 [all_outputs]
```
**/design/flow/design.v**
```verilog
module divfreq(CLK, CLK_div, speed_control);
  input CLK;
  input int speed_control;
  output logic CLK_div;
  bit[24:0] Count;
  always @(posedge CLK)
  begin
    if(Count > speed_control)  
    begin
      Count <= 25'b0;
      CLK_div <= ~CLK_div;
    end
    else
      Count <= Count + 1'b1;
  end
endmodule
module divfreq1000HZ(CLK, CLK_div, bcd_out, score, tens_score, COM);
  input CLK;
  input logic[3:0] score, tens_score;
  output logic CLK_div;
  output logic[3:0] bcd_out;
  output logic[1:0] COM;
  bit[24:0] Count;
  always @(posedge CLK)
  begin
    if(Count > 25000)  
    begin
      Count <= 25'b0;
      CLK_div <= ~CLK_div;
    end
    else
      Count <= Count + 1'b1;
	 if(Count < 25000/2) begin
	   COM = 2'b10;
	   bcd_out = score;
	 end
	 else begin
	   COM = 2'b01;
	   bcd_out = tens_score;
	 end
  end
endmodule
```
**/design/flow/run.sh**
```bash
#!/bin/bash
# OpenROAD 26Q1-2900-gdf79404cd8, Yosys 0.63+post, stock flow scripts
make -C /OpenROAD-flow-scripts/flow DESIGN_CONFIG=/design/flow/config.mk WORK_HOME=/design/flow/orfs finish
```
==> impl.org <==
* Flow results

** Clocking
- Per the CTS log, the root buffer master is sky130_fd_sc_hd__clkbuf_8.
- In this run the deepest clock path goes through 2 buffers.
- Number of levels the H-tree was split into :: 2
- Post_cts resized :: 0
- Hold bufs inserted after CTS :: 0
- TritonCTS clock tree :: yes
- Clock edge transition at the registers on the reported setup and hold paths :: 0.06 ns
- Cts bufs inserted :: 5
- Clock latency on the worst-skew pair :: 0.28 ns
- Per the repair_timing log after CTS, setup buffers inserted total 0.
- Clock net sink count :: 32

** Critical path
- Critical path launch point :: CLK_div
- Cell count of the worst reg-to-reg path :: 4
- For reference, the critical path is captured by CLK_div.
- Worst Path Class, Setup :: flip-flop to output port
- Critical path's slowest cell :: sky130_fd_sc_hd__clkdlybuf4s50_1
- The arrival time of data at the worst endpoint is listed as 1.08 ns.
- Reg-to-reg setup timing slack :: 3.31 ns
- Buf/Inv on CP :: 1
- Critical R2R Capture :: CLK_div
- Cells along the critical path :: clkdlybuf4s50_1
- Startpoint type of the worst setup path :: flip-flop
- Startpoint of the most critical register-to-register path :: Count[17]
- CP max FO :: 2
- CP peak stage delay :: 0.46 ns
- Endpoint kind of the worst setup timing path :: output port
- In this run the number of cells on the critical path is 1.
- Required time reported for the critical path endpoint :: 4.08 ns
- Among cell families on the critical path, the largest total delay comes from buffers and inverters.

** Placement
- Number of cells in the design after placement :: 189
- HPWL Detailed :: 1430 µm
- Port Buffers :: 15
- Per the gpl log, the routability congestion estimate is 0.801.

** Outcome
- The run finished with clean final reports.

** Global route
- The first global-routing pass estimated 3760 µm of wire.
- Overall routing resource usage recorded by global route was 11.3%.
- Number of global-route vias before repair :: 869
- Entering global routing, the biggest net connects 17 pins.
- The global route stage reports its total congestion overflow as 0.
- The initial antenna violation count came to 0.

** Die
- Number of top-level pins :: 16
- Floorplan core area :: 4000 µm²
- At the floorplan stage, the core utilization is reported as 31.2%.
- Measured along the x axis, the die boundary spans 66.5 µm.
- Num rows :: 23
- Chip area :: 4420 µm²
- Y dimension of the die :: 66.5 µm

** Synth
- Sequential elements use 52.2% of the synthesized area.
- Average size of a mapped cell :: 10.4 µm²
- Register bit total from synthesis :: 32
- Total cell area reported by yosys after synthesis :: 1250 µm²
- Total cells reported by yosys after synthesis :: 120
- Counting the warning lines in the Yosys log gives 1.
- Synthesized cell area :: 1250 µm²
- Number of instances in the synthesized netlist :: 120
- The gate-level netlist out of Yosys references 31 unique cell types.

** Power and ir drop
- VDD IR max :: 287 µV
- Total power :: 0.000509 W
- Leakage :: 0.512 nW
- Areal power density over the cells :: 321 nW/µm²

** Route
- Using the TritonRoute via totals, the vias-per-cell ratio works out to 4.65.
- Per the detail_route report, routed wire per instance is 10.8 µm.
- After detailed routing, the number of remaining DRC violations is 0.
- The detailed router finished its first iteration with 21 violations.
- Diodes inserted :: 0
- Before antenna repair, the detailed router went through 4 iterations.
- Per the detailed-route log, wirelength across all metal layers totals 2130 µm.
- DRT antenna net count :: 0
- Routed via count :: 916

** Timing
- The flow reports an fmax of 476 MHz.
- RSZ-0062 raised after global routing :: no
- Number of slew-limit violations in the final report :: 0
- Setup violations, final :: 0
- At the pin with the least slew margin, the transition time is 0.621 ns.
- The tightest hold path in the finished design has a slack of 0.533 ns.
- The worst pin sits at a relative slew slack of 58.6%.
- The worst path needs 2.10 ns of the cycle, external delays included.
- Clock skew :: 0.00373 ns
- Aggregate negative setup slack :: 0 ns
- Final tally of hold violations :: 0
- Cycle use final :: 41.1%

** Flow run
- Count of max-cap constraint violations :: 0
- The tool warning count for the run is 26.

** Hold path
- The min-delay analysis places its worst path in the category flip-flop to flip-flop.

** Final layout
- Final Instance Count excl. Fillers :: 197
- Layout-stage area growth over the synthesis result :: 27.2%
- Layout cells sized above 1 :: 10.9%
## cell type report
type	count	area [µm²]
clock buffer	5	68.8
timing repair buffer	16	158
clock inverter	3	41.3
inverter	7	26.3
sequential	32	651
multi-input combinational	84	579
tap	50	62.6
fill	365	2410
## sequential cells by signal (all words and copies together), names as in the netlist
| name | flops |
|---|---|
| bcd_out | 4 |
| COM | 2 |
| CLK_div | 1 |
| Count | 25 |
## power by group
group | internal (W) | total (W) | switching, W
registers | 0.000257 | 0.000259 | 0.00000154
clock network | 0.000145 | 0.000238 | 0.0000936
logic | 0.00000969 | 0.0000121 | 0.00000241
total | 0.000412 | 0.000509 | 0.0000976
## cells in the final DEF (no fill, tap or decap), types with 2 or more instances in the layout
cell / n
sky130_fd_sc_hd__nand2b_1: 2
sky130_fd_sc_hd__nand3_1: 7
sky130_fd_sc_hd__ha_1: 2
sky130_fd_sc_hd__nor3_1: 3
sky130_fd_sc_hd__nand4_1: 3
sky130_fd_sc_hd__clkbuf_8: 5
sky130_fd_sc_hd__clkdlybuf4s50_1: 15
sky130_fd_sc_hd__nor4_1: 6
sky130_fd_sc_hd__nand2_1: 5
sky130_fd_sc_hd__conb_1: 10
sky130_fd_sc_hd__inv_1: 7
sky130_fd_sc_hd__mux2_2: 4
sky130_fd_sc_hd__dfxtp_1: 31
sky130_fd_sc_hd__a211oi_1: 15
sky130_fd_sc_hd__xnor2_1: 10
sky130_fd_sc_hd__nor2_1: 3
sky130_fd_sc_hd__xor2_1: 3
## through the flow
stage	utilization [%]	worst slack (ns)	instance area, µm²
after global placement	36.9	3.30	1480
after global routing	39.7	2.96	1590
final	39.7	3.00	1590
after floorplan	-	3.33	1280
after CTS	39.7	2.99	1590
after detailed placement	36.9	3.30	1480
## cell usage after synthesis
| cell | number | share of area (%) |
|---|---|---|
| sky130_fd_sc_hd__a211oi_1 | 15 | 9.0 |
| sky130_fd_sc_hd__a21o_1 | 1 | 0.60 |
| sky130_fd_sc_hd__a21oi_1 | 1 | 0.40 |
| sky130_fd_sc_hd__a311oi_1 | 1 | 0.70 |
| sky130_fd_sc_hd__a31o_1 | 1 | 0.70 |
| sky130_fd_sc_hd__and4_1 | 1 | 0.70 |
| sky130_fd_sc_hd__buf_1 | 1 | 0.30 |
| sky130_fd_sc_hd__buf_2 | 1 | 0.40 |
| sky130_fd_sc_hd__clkbuf_1 | 3 | 0.90 |
| sky130_fd_sc_hd__clkbuf_2 | 1 | 0.40 |
| sky130_fd_sc_hd__conb_1 | 1 | 0.30 |
| sky130_fd_sc_hd__dfxtp_1 | 31 | 50 |
| sky130_fd_sc_hd__edfxtp_1 | 1 | 2.4 |
| sky130_fd_sc_hd__ha_1 | 2 | 2.0 |
| sky130_fd_sc_hd__inv_1 | 7 | 2.1 |
| sky130_fd_sc_hd__mux2_2 | 4 | 3.6 |
| sky130_fd_sc_hd__nand2_1 | 5 | 1.5 |
| sky130_fd_sc_hd__nand2b_1 | 2 | 1.0 |
| sky130_fd_sc_hd__nand3_1 | 7 | 2.8 |
| sky130_fd_sc_hd__nand4_1 | 3 | 1.5 |
| sky130_fd_sc_hd__nor2_1 | 3 | 0.90 |
| sky130_fd_sc_hd__nor3_1 | 3 | 1.2 |
| sky130_fd_sc_hd__nor3_4 | 1 | 1.3 |
| sky130_fd_sc_hd__nor4_1 | 6 | 3.0 |
| sky130_fd_sc_hd__o2111ai_1 | 1 | 0.70 |
| sky130_fd_sc_hd__o211ai_1 | 1 | 0.60 |
| sky130_fd_sc_hd__o21bai_1 | 1 | 0.60 |
| sky130_fd_sc_hd__or2_2 | 1 | 0.50 |
| sky130_fd_sc_hd__or3_4 | 1 | 0.90 |
| sky130_fd_sc_hd__xnor2_1 | 10 | 7.0 |
| sky130_fd_sc_hd__xor2_1 | 3 | 2.1 |
## worst min path at each step
| stage | startpoint | cells past startpoint | slack (ns) | endpoint |
|---|---|---|---|---|
| 4_1_cts | Count[0] | 1 | 0.53 | Count[0] |
| 5_1_grt | CLK_div | 1 | 0.56 | CLK_div |
| 6_report | Count[0] | 1 | 0.53 | Count[0] |
## metal layers
layer / routed length (µm) / track usage, % / up-vias
met5: 0 / 0 / -
met4: 34 / 1.60 / 0
met3: 136 / 4.51 / 3
met2: 937 / 18.0 / 20
met1: 1030 / 15.1 / 421
li1: - / - / 472
## cell families after synthesis
kind of cell,after synthesis,share of synthesized area [%]
XOR/XNOR,13,9.13
multiplexers,4,3.61
flip-flops,32,52.2
AND/OR/NAND/NOR,33,15.3
AND-OR/OR-AND,22,13.3
buffers and inverters,13,4.11
other,1,0.301
adder cells (fa/ha/maj),2,2.01
Power is estimated from default activity; no workload was simulated.
